==> ./design.v <==
`timescale 1 ns / 1 ps
	module laser_receiver_v1_0_M_AXIS #
	(
		parameter integer C_M_AXIS_TDATA_WIDTH	= 32,
		parameter integer C_M_START_COUNT	= 32
	)
	(
		input wire  M_AXIS_ACLK,
		input wire  M_AXIS_ARESETN,
		output wire  M_AXIS_TVALID,
		output wire [C_M_AXIS_TDATA_WIDTH-1 : 0] M_AXIS_TDATA,
		output wire [(C_M_AXIS_TDATA_WIDTH/8)-1 : 0] M_AXIS_TSTRB,
		output wire  M_AXIS_TLAST,
		input wire  M_AXIS_TREADY
	);
	localparam NUMBER_OF_OUTPUT_WORDS = 8;                                               
	function integer clogb2 (input integer bit_depth);                                   
	  begin                                                                              
	    for(clogb2=0; bit_depth>0; clogb2=clogb2+1)                                      
	      bit_depth = bit_depth >> 1;                                                    
	  end                                                                                
	endfunction                                                                          
	localparam integer WAIT_COUNT_BITS = clogb2(C_M_START_COUNT-1);                      
	localparam bit_num  = clogb2(NUMBER_OF_OUTPUT_WORDS);                                
	parameter [1:0] IDLE = 2'b00,         
	                INIT_COUNTER  = 2'b01,  
	                SEND_STREAM   = 2'b10;  
	reg [1:0] mst_exec_state;                                                            
	reg [bit_num-1:0] read_pointer;                                                      
	reg [WAIT_COUNT_BITS-1 : 0] 	count;
	wire  	axis_tvalid;
	reg  	axis_tvalid_delay;
	wire  	axis_tlast;
	reg  	axis_tlast_delay;
	reg [C_M_AXIS_TDATA_WIDTH-1 : 0] 	stream_data_out;
	wire  	tx_en;
	reg  	tx_done;
	assign M_AXIS_TVALID	= axis_tvalid_delay;
	assign M_AXIS_TDATA	= stream_data_out;
	assign M_AXIS_TLAST	= axis_tlast_delay;
	assign M_AXIS_TSTRB	= {(C_M_AXIS_TDATA_WIDTH/8){1'b1}};
	always @(posedge M_AXIS_ACLK)                                             
	begin                                                                     
	  if (!M_AXIS_ARESETN)                                                    
	    begin                                                                 
	      mst_exec_state <= IDLE;                                             
	      count    <= 0;                                                      
	    end                                                                   
	  else                                                                    
	    case (mst_exec_state)                                                 
	      IDLE:                                                               
	            mst_exec_state  <= INIT_COUNTER;                              
	      INIT_COUNTER:                                                       
	        if ( count == C_M_START_COUNT - 1 )                               
	          begin                                                           
	            mst_exec_state  <= SEND_STREAM;                               
	          end                                                             
	        else                                                              
	          begin                                                           
	            count <= count + 1;                                           
	            mst_exec_state  <= INIT_COUNTER;                              
	          end                                                             
	      SEND_STREAM:                                                        
	        if (tx_done)                                                      
	          begin                                                           
	            mst_exec_state <= IDLE;                                       
	          end                                                             
	        else                                                              
	          begin                                                           
	            mst_exec_state <= SEND_STREAM;                                
	          end                                                             
	    endcase                                                               
	end                                                                       
	assign axis_tvalid = ((mst_exec_state == SEND_STREAM) && (read_pointer < NUMBER_OF_OUTPUT_WORDS));
	assign axis_tlast = (read_pointer == NUMBER_OF_OUTPUT_WORDS-1);                                
	always @(posedge M_AXIS_ACLK)                                                                  
	begin                                                                                          
	  if (!M_AXIS_ARESETN)                                                                         
	    begin                                                                                      
	      axis_tvalid_delay <= 1'b0;                                                               
	      axis_tlast_delay <= 1'b0;                                                                
	    end                                                                                        
	  else                                                                                         
	    begin                                                                                      
	      axis_tvalid_delay <= axis_tvalid;                                                        
	      axis_tlast_delay <= axis_tlast;                                                          
	    end                                                                                        
	end                                                                                            
	always@(posedge M_AXIS_ACLK)                                               
	begin                                                                            
	  if(!M_AXIS_ARESETN)                                                            
	    begin                                                                        
	      read_pointer <= 0;                                                         
	      tx_done <= 1'b0;                                                           
	    end                                                                          
	  else                                                                           
	    if (read_pointer <= NUMBER_OF_OUTPUT_WORDS-1)                                
	      begin                                                                      
	        if (tx_en)                                                               
	          begin                                                                  
	            read_pointer <= read_pointer + 1;                                    
	            tx_done <= 1'b0;                                                     
	          end                                                                    
	      end                                                                        
	    else if (read_pointer == NUMBER_OF_OUTPUT_WORDS)                             
	      begin                                                                      
	        tx_done <= 1'b1;                                                         
	      end                                                                        
	end                                                                              
	assign tx_en = M_AXIS_TREADY && axis_tvalid;   
	    always @( posedge M_AXIS_ACLK )                  
	    begin                                            
	      if(!M_AXIS_ARESETN)                            
	        begin                                        
	          stream_data_out <= 1;                      
	        end                                          
	      else if (tx_en) 
	        begin                                        
	          stream_data_out <= read_pointer + 32'b1;   
	        end                                          
	    end                                              
	endmodule
==> ./run.sh <==
#!/bin/bash
# OpenROAD 26Q1-2900-gdf79404cd8, Yosys 0.63+post, stock flow scripts
make -C /OpenROAD-flow-scripts/flow DESIGN_CONFIG=/design/flow/config.mk WORK_HOME=/design/flow/orfs finish
==> ./config.mk <==
export PLATFORM = sky130hd
export DESIGN_NAME = laser_receiver_v1_0_M_AXIS
export DESIGN_NICKNAME = laser_receiver_v1_0_M_AXIS
export VERILOG_FILES = /design/flow/design.v
export SDC_FILE = /design/flow/constraint.sdc
export NUM_CORES = 4
export LEC_CHECK = 1
export CORE_AREA = 10 10 76 76
export DIE_AREA = 0 0 86 86
==> ./constraint.sdc <==
current_design laser_receiver_v1_0_M_AXIS

set clk_period 1.7
set clk_io_pct 0.2

create_clock -name clk0 -period $clk_period [get_ports {M_AXIS_ACLK}]

set non_clock_inputs [all_inputs -no_clocks]
set_input_delay [expr $clk_period * $clk_io_pct] -clock clk0 $non_clock_inputs
set_output_delay [expr $clk_period * $clk_io_pct] -clock clk0 [all_outputs]
==> results.txt <==
The implementation run finished. The run finished with clean final reports. Quantity of hold-fixing buffers added after cts landed at 0. Per Yosys stat, the portion of area used by sequential elements is 37.69%. According to the floorplan report, the total die area is roughly 7400 um2. According to the report, the first pass of detailed routing completed in 3 iterations. Data on the critical path arrives at its endpoint at ~1.7 ns. Worst hold slack landed at approximately 0.45 ns.

Stage delay of the slowest cell on the critical path landed at ~0.33 ns. Setup repair after global routing left no endpoint under its margin. Wire length of the first global-routing pass landed at between 2000 and 3000 um.

0 antenna diodes ended up in the layout. The report counts max-capacitance violations totalling 0. Detailed-route wire length landed at 1773 um. Total routing resource utilization after global routing landed at about 4.7%. Net load switching power landed at 169.7 uW. The slowest stage of the critical path is the sky130_fd_sc_hd__dfxtp_2 cell.

Power share of the combinational group landed at approximately 5%. Part of the total power dissipated in sequential elements landed at between 50 and 60%. The synthesis report lists the most area-consuming cells as sky130_fd_sc_hd__dfxtp_1 (38%), sky130_fd_sc_hd__buf_4 (23%), sky130_fd_sc_hd__ha_1 (4.7%), sky130_fd_sc_hd__nand2_1 (4.2%), sky130_fd_sc_hd__mux2i_1 (2.8%).

Before any placement, the netlist area is recorded as approximately 1100 um2. Wire length per cell after detailed routing landed at around 10 um. Per the GRT congestion report, total overflow comes to 0. Counting endpoints that fail hold in the final report gives 0. TritonCTS built the clock tree. The via count of the first global-routing pass came to between 600 and 700. Final-layout fill cell count landed at 445. Design area landed at 1157 um2.

The most numerous cell type found on the critical path is sky130_fd_sc_hd__ha_1. The tree is rooted in a sky130_fd_sc_hd__clkbuf_8. Standard-cell row count landed at 23. Clock latency on the worst-skew pair landed at between 0.2 and 0.3 ns. Clock tree synthesis found a total of 20 sinks. Cell total in the yosys stat output landed at 113.

STA classifies the critical path startpoint as a register. Leakage dissipation landed at ~0.00053 uW. Maximum number of pins on one net before global-route repair landed at 12. Total setup violations reported at the end of the flow landed at 0.

Counting distinct cell types in the post-synthesis netlist gives 29. Traced cell by cell, the critical path runs through ha_1 -> and3_1 -> ha_1 -> nor2b_2 -> buf_6 -> nand4_1 -> mux2i_1. The internal power of the cells totals 706.0 uW. Number of remaining DRC errors landed at 0. From bottom edge to top edge, the die measures ~86 um.

Clock share of power landed at between 40% and 50%. The worst setup path is of the register to register kind. Horizontal die dimension landed at 86 um. For the worst setup path, the data required time is approximately 1.8 ns.

The initial antenna violation count came to 0. Once detail routing completed, the nets flagged for antenna violations numbered 0. Critical-path maximum fanout landed at 4. H-tree depth landed at 1. The flow measured a signed area growth from synthesis to layout of 8.952%. The highest clock rate this design can be run at is around 0.64 GHz.

The share of synthesized area in the top cell type comes to 37.69%. The final route contains 624 vias. Once synthesis finished, the tally of register bits stood at 20. The report lists the power per cell area as approximately 760 nW/um2. Instance tally after logic synthesis landed at around 110. The stat command in Yosys gives a chip area of about 1100 um2.

Subtracting the final worst setup slack from the clock period gives between 1.5 and 2 ns. Dividing the final minimum period by the clock period gives 91.39%. Port buffering added 9 buffers.

According to the floorplan report, the placeable core area is about 4100 um2. Global placement routability congestion landed at about 0.75. Clock-pin slew was measured on the worst setup and hold paths at about 0.07 ns. Fraction of power spent switching nets landed at 19.37%. The worst setup path is captured at a register. For this configuration, the core starts out at a cell density of between 20% and 30%. The CTS report gives the tree buffer count as 3. The final timing report lists clock skew as 0.001700 ns. The largest total area in the synthesized netlist belongs to sky130_fd_sc_hd__dfxtp_1. Per the final layout report, the fraction of cells sized above drive strength 1 comes to roughly 9.7%. For reference, the post-synthesis area per instance comes to ~9.4 um2. For this run, the number of Yosys warnings is 1. In the final timing run, aggregate negative setup slack is 0 ns.

Per the detailed placement report, the placed cell area equals 1095 um2. According to the dpl log, the detail-placed design has an HPWL of around 1500 um. Final-report max-slew violation count landed at 0.

Average vias per placed instance landed at 3.586. Number of violations reported at the end of detailed-routing iteration 0 landed at 34. STA reports the tightest min-delay check as being of type register to register. Warning total across the stage logs landed at 26. Number of primary I/O pins landed at 41. Largest voltage drop on the vdd net landed at about 0.34 mV. The longest clock path from root to sink contains 2 buffers.
-- stage by stage --
| stage | util (%) | total power (uW) | instances | setup WS (ns) |
|---|---|---|---|---|
| detailed placement | 26.60 | 536.3 | 170 | 0.1116 |
| global route | 28.12 | 922.3 | 174 | 0.01343 |
| CTS | 27.94 | 894.3 | 174 | 0.08630 |
| finish | 28.12 | 875.6 | 174 | 0.1464 |
| floorplan | - | 566.0 | 142 | 0.2440 |
| global placement | 26.60 | 537.4 | 170 | 0.1110 |
-- kinds of logic after synthesis --
kind of cell / after synthesis / synth area share, %
buf+inv: 39 / 25.79
simple gates: 31 / 17.55
flops: 20 / 37.69
compound gates: 11 / 8.245
fa+ha+maj: 4 / 4.712
xor+xnor: 3 / 2.474
mux: 3 / 2.827
other cells: 2 / 0.7070
-- placed cells by master (no fill, tap or decap), drive strengths merged, types with 3 or more instances in the layout --
master / instances
clkdlybuf4s50: 9
and3: 3
nand2: 12
a21boi: 6
buf: 4
clkbuf: 4
ha: 4
dfxtp: 20
nor2b: 4
and2: 3
inv: 4
mux2i: 3
conb: 31
-- cell type report --
type,count,area [um2],area share [%]
repair buffers,13,123.9,10.70
inverters,4,15.01,1.297
multi-input cells,83,499.2,43.14
well taps,50,62.56,5.405
flip-flops and latches,20,401.6,34.70
clock buffers,4,55.05,4.757
-- worst max-delay path: cells and delay by family, from the launching register on --
| kind | cells | cell delay, ns |
|---|---|---|
| mux | 1 | 0.13 |
| buf+inv | 1 | 0.13 |
| flops | 1 | 0.33 |
| simple gates | 3 | 0.45 |
| fa+ha+maj | 2 | 0.41 |
-- power groups by stage --
| stage | clock [uW] | sequential [uW] | combinational, uW |
|---|---|---|---|
| 5_1_grt | 386 | 483 | 53.1 |
| 6_report | 351 | 482 | 43.0 |
| 4_1_cts | 368 | 481 | 44.6 |
-- cells in the mapped netlist --
master,instances
sky130_fd_sc_hd__conb_1,2
sky130_fd_sc_hd__o21a_1,2
sky130_fd_sc_hd__buf_4,32
sky130_fd_sc_hd__nor3b_1,1
sky130_fd_sc_hd__ha_1,4
sky130_fd_sc_hd__dfxtp_1,20
sky130_fd_sc_hd__nand2_1,12
sky130_fd_sc_hd__a21boi_2,1
sky130_fd_sc_hd__o22ai_1,1
sky130_fd_sc_hd__and2_1,3
sky130_fd_sc_hd__nor2b_1,4
sky130_fd_sc_hd__o211a_1,1
sky130_fd_sc_hd__and4_1,1
sky130_fd_sc_hd__and3_1,3
sky130_fd_sc_hd__a21boi_0,3
sky130_fd_sc_hd__buf_6,1
sky130_fd_sc_hd__xnor2_1,2
sky130_fd_sc_hd__nand2b_1,1
sky130_fd_sc_hd__and3b_1,1
sky130_fd_sc_hd__a22oi_1,1
sky130_fd_sc_hd__nand3b_1,2
sky130_fd_sc_hd__mux2i_1,3
sky130_fd_sc_hd__nand4_1,1
sky130_fd_sc_hd__nand3_1,1
sky130_fd_sc_hd__inv_1,4
sky130_fd_sc_hd__clkbuf_1,2
sky130_fd_sc_hd__xor2_1,1
sky130_fd_sc_hd__nand4_4,1
sky130_fd_sc_hd__a21boi_1,2
-- layer usage --
layer  vias to the layer above  wire length [um]  track usage (%)
met5                         -                 0                0
met1                       276               802            5.780
met4                         0                 0                0
li1                        325                 -                -
met3                         0               150            2.479
met2                        23               820            7.640
-- sequential cells by signal (all words and copies together) (netlist names) --
signal	cells
tx_done	1
mst_exec_state	3
axis_tvalid_delay	1
stream_data_out	5
count	5
read_pointer	4
axis_tlast_delay	1
-- repair_timing --
item | in CTS | in global routing
setup endpoints to repair | 0 | 4
buffers inserted | 0 | 0
gates resized | 0 | 3
-- worst paths after layout --
check | endpoint | start | slack, ns | depth (start not counted)
worst min-delay path | mst_exec_state[0]$_DFF_P_ | tx_done$_SDFFE_PN0P_ | 0.45 | 2
worst max register to register | count[3]$_SDFFE_PN0P_ | count[0]$_SDFFE_PN0P_ | 0.15 | 7
worst max-delay path | count[3]$_SDFFE_PN0P_ | count[0]$_SDFFE_PN0P_ | 0.15 | 7
worst min register to register | mst_exec_state[0]$_DFF_P_ | tx_done$_SDFFE_PN0P_ | 0.45 | 2
No activity file was given, so power comes from the tool's default toggle rates.
