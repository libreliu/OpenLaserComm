<file path="/design/flow/design.v">
`timescale 1ns / 1ps
module sig_sync
#(parameter CLK_NUM=8)
(input [CLK_NUM-1:0] clk, input sig,resyncn, input AXI_clk, output reg sig_out);
reg [CLK_NUM-1:0] r,sel;
reg resync;
reg [3:0] resynccnt;
reg [CLK_NUM-1:0] sync_sel,sync_r;
wire new_sel_available;
wire [CLK_NUM-1:0] new_sel;
assign
new_sel = sel&~sync_sel,
new_sel_available = sync_sel^sel!=0 && new_sel!=0 && resync;
generate
genvar i;
for(i=0; i<CLK_NUM; i=i+1)
begin:blabla
    always@(posedge clk[i])
    begin
        if(r[i]!=sig)
            if((~|r)|(&r))
                sel[i]=1;
            else
                sel[i]=0;
        r[i]=sig;
    end
end
endgenerate
always @(posedge AXI_clk) sync_r<=r;
always @(posedge AXI_clk)
begin
    if(~resync)
        if(~resyncn&&resynccnt==0)
        begin
            resync<=1;
        end
        else resync<=0;
    else
        if(new_sel_available)
            resync<=0;
        else
            resync<=1;
end
always @(posedge AXI_clk)
begin
    if(new_sel_available) sync_sel<=new_sel;
    else sync_sel<=sync_sel;
end
always @(posedge AXI_clk)
begin
    if(resynccnt!=0) resynccnt<=resynccnt-1;
    else if(~resyncn) resynccnt<=resynccnt-1; 
    else resynccnt<=0;
end
always @(posedge AXI_clk) sig_out = |(sync_r & {sync_sel[CLK_NUM/2 - 1:0], sync_sel[CLK_NUM - 1:CLK_NUM/2]} );
endmodule
</file>
<file path="/design/flow/run.sh">
#!/bin/bash
# OpenROAD 26Q1-2900-gdf79404cd8, Yosys 0.63+post, stock flow scripts
make -C /OpenROAD-flow-scripts/flow DESIGN_CONFIG=/design/flow/config.mk WORK_HOME=/design/flow/orfs finish
</file>
<file path="/design/flow/config.mk">
export PLATFORM = sky130hd
export DESIGN_NAME = sig_sync
export DESIGN_NICKNAME = sig_sync
export VERILOG_FILES = /design/flow/design.v
export SDC_FILE = /design/flow/constraint.sdc
export NUM_CORES = 4
export LEC_CHECK = 1
export CORE_AREA = 10 10 108 108
export DIE_AREA = 0 0 118 118
</file>
<file path="/design/flow/constraint.sdc">
current_design sig_sync

set clk_period 3.8
set clk_io_pct 0.2

create_clock -name clk0 -period $clk_period [get_ports {AXI_clk}]
create_clock -name clk1 -period $clk_period [get_ports {clk}]

set non_clock_inputs [all_inputs -no_clocks]
set_input_delay [expr $clk_period * $clk_io_pct] -clock clk0 $non_clock_inputs
set_output_delay [expr $clk_period * $clk_io_pct] -clock clk0 [all_outputs]
</file>
==> flow_summary.yaml <==
# implementation run metrics
global_routing:
  grt_pass1_vias: 945
  grt_util_all_layers: 0.0398
  grt_first_pass_wirelength_mm: 4.24
  antenna_found_initial: 0
  grt_max_degree: 17
  gr-total-overflow: 0
yosys:
  ys_chip_area_um2: 1320
  netlist_instances: 95
  synth.top_cell.area_share: 0.365
  ys_seq_frac: 0.700
  synth.avg_cell_area_um2: 13.8
  synth-seq-cells: 38
  synth_cell_area_um2: 1320
  yosys_cells: 95
  ys_top_cells_by_area: "edfxtp_1 37%, dfxtp_1 33%, xor2_1 5.3%, nor2b_1 3.3%, nor4_1 2.9%"
  yosys.area.top_type: "edfxtp_1"
  yosys.cell_types.count: 24
  yosysWarnings: 1
detailed_routing:
  postRouteAntennaNets: 0
  via_count: 867
  detail_route.wl_per_cell_um: 9.65
  final_routed_wirelength_mm: 2.53
  dr.first_iter.drc_count: 25
  drc: 0
  detailedRoute.firstPassIterationCount: 4
  post_drt_via_cell_ratio: 3.31
  num_antenna_cells: 0
worst_hold_path:
  hp-class: "reg2reg"
clock_tree:
  cts.clk_slew.worst_paths_ns: 0.08
  ctsHoldBuffers: 0
  numClockSinks: 38
  post_cts_resize_count: 0
  post_cts.repair.setup_buffers: 0
  cts_tree: "done"
critical_path:
  crit_arrival_ns: 1.86
  critical_path.reg2reg.endpoint: "sync_sel[1]$_DFFE_PP_"
  critical_path.n_buffers_inverters: 1
  crit_path_max_incr_delay_ns: 0.86
  cp_max_delay_cell: "clkdlybuf4s50_1"
  timing_worst_setup_path_type: "in2reg"
  crit_chain: "clkdlybuf4s50_1 -> xor2_1"
  worstSetupStartpoint: "sig"
  startpoint_class_of_the_critical_path: "primary input"
  critPathMaxFanout: 16
  timing.critical_path.max_delay_family: "buffers and inverters"
  required_ns: 3.69
  worst-r2r-setup-slack_ns: 2.00
  worstSetupPathDepth: 2
  crit_path_end: "sel[3]$_DFFE_PP_"
  crit_path_end_kind: "flip-flop"
  worst_r2r_path_depth: 4
  worst_reg2reg_path_startpoint: "sel[6]$_DFFE_PP_"
sta:
  grt_setup_unrepaired: "false"
  slew_margin_rel: 0.453
  max_slew.worst_pin.slew_ns: 0.811
  fin_skew_ns: 0.00631
  slew_violations: 0
  hold_violations: 0
  totalNegativeSetupSlack_ns: 0
  timing.final.setup_violations: 0
placement:
  gp_congestion: 0.773
  placement.io_buffers: 3
  hpwl_mm: 1.58
final_layout:
  layout_top_cells_excl_fill_tap: "27 x clkbuf_8, 22 x dfxtp_1, 16 x edfxtp_1, 8 x xor2_1, 8 x clkbuf_1"
  tally_of_filler_cells_in_the_layout: 1005
  finish.utilization: 0.208
  layout.cells.most_common: "clkbuf_8"
  layout-drive-gt1-share: 0.248
  areaGrowthSynthToFinish_pct: 47.1
status:
  status: "finished clean"
power_and_ir_drop:
  ir_worst_vdd_mv: 0.451
  leakage_uw: 0.000721
  report.power.total_uw: 1550
  cellPowerDensity_nw_per_um2: 802
floorplanning:
  fp.dieArea_um2: 13900
  die_width_um: 118
  core_um2: 9280
  rows: 35
  initial_utilization: 0.142
  die_h_um: 118
  io_pins: 12
job:
  max_cap_violation_count: 0
  openroad.warnings: 185
metrics by stage:
step | area [µm²] | worst slack (ns) | hold slack [ns] | std cells
3_3_place_gp | 1500 | 1.68 | 0.388 | 226
4_1_cts | 1930 | 1.83 | 0.323 | 262
2_1_floorplan | 1320 | 2.21 | 0.374 | 95
6_report | 1930 | 1.83 | 0.319 | 262
5_1_grt | 1930 | 1.75 | 0.332 | 262
3_5_place_dp | 1500 | 1.64 | 0.387 | 226
per-layer routing:
metal	wire, µm	vias up	GRT usage	part of all wire
li1	-	418	-	-
met1	1130	391	0.0437	0.45
met2	938	42	0.0430	0.37
met3	373	16	0.0428	0.15
met4	88	0	0.0263	0.035
met5	0	-	0	0
how the worst min path moves through the flow:
stage,startpoint,to,cells past startpoint
after CTS,r[1]$_DFF_P_,sync_r[1]$_DFF_P_,0
after global routing,r[6]$_DFF_P_,sync_r[6]$_DFF_P_,0
final,r[6]$_DFF_P_,sync_r[6]$_DFF_P_,0
synth_stat cells:
| cell | number |
|---|---|
| a21oi_1 | 1 |
| a22oi_1 | 4 |
| a31oi_1 | 2 |
| clkbuf_1 | 1 |
| dfxtp_1 | 22 |
| edfxtp_1 | 16 |
| ha_1 | 2 |
| inv_1 | 3 |
| mux2_2 | 1 |
| mux2i_1 | 1 |
| nand2_1 | 5 |
| nand4_1 | 3 |
| nor2_1 | 2 |
| nor2b_1 | 7 |
| nor2b_2 | 1 |
| nor3_1 | 1 |
| nor4_1 | 6 |
| nor4b_1 | 2 |
| o211ai_1 | 1 |
| o21ai_0 | 2 |
| o21ai_2 | 1 |
| o22a_1 | 1 |
| or4_4 | 2 |
| xor2_1 | 8 |
registers in the layout (all words and copies together), names as in the netlist:
name / count
r: 8
resynccnt: 4
sel: 8
resync: 1
sig_out: 1
sync_sel: 8
sync_r: 8
power by group:
group | leakage [µW] | internal, µW | switching, µW | total [µW]
sequential | 0.000347 | 497 | 51.9 | 549
combinational | 0.000157 | 63.6 | 63.0 | 127
clock | 0.000218 | 706 | 169 | 875
total | 0.000721 | 1270 | 284 | 1550
logic make-up (layout without fill, tap and decap cells):
logic type      count (synthesis)  after routing  synth area share
fa+ha+maj                       2              2            0.0190
buf+inv                         4             42            0.0114
compound gates                 12             12            0.0628
simple gates                   29             29             0.137
xor+xnor                        8              8            0.0533
flops                          38             38             0.700
mux                             2              2            0.0162
area by class of cell:
cell class | instances | area [µm²] | area share
clock inverter | 1 | 30.0 | 0.0155
multi-input combinational | 53 | 379 | 0.196
clock buffer | 35 | 402 | 0.208
inverter | 3 | 11.3 | 0.00582
sequential | 38 | 921 | 0.476
timing repair buffer | 3 | 30.0 | 0.0155
tap | 129 | 161 | 0.0834
Power is estimated from default activity; no workload was simulated.
