### config.mk
export PLATFORM = sky130hd
export DESIGN_NAME = laser_sender_v1_0
export DESIGN_NICKNAME = laser_sender_v1_0
export VERILOG_FILES = /design/flow/design.v
export SDC_FILE = /design/flow/constraint.sdc
export NUM_CORES = 4
export LEC_CHECK = 1
export CORE_AREA = 10 10 108 108
export DIE_AREA = 0 0 118 118
### constraint.sdc
current_design laser_sender_v1_0

set clk_period 5.2
set clk_io_pct 0.2

create_clock -name clk0 -period $clk_period [get_ports {s_axis_aclk}]

set non_clock_inputs [all_inputs -no_clocks]
set_input_delay [expr $clk_period * $clk_io_pct] -clock clk0 $non_clock_inputs
set_output_delay [expr $clk_period * $clk_io_pct] -clock clk0 [all_outputs]
### design.v
module encoder_8b_10b(
    input rd,       
    input [7:0] data,
    input use_alt,  
    output reg [5:0] code6,
    output reg [3:0] code4
);
    wire [4:0] data_5;
    wire [2:0] data_3;
    assign data_5 = {data[4], data[3], data[2], data[1], data[0]};   
    assign data_3 = {data[7], data[6], data[5]};                     
    always @ (*) begin
        case (data_5)      
            5'd0: code6 = rd ? 6'b011000 : 6'b100111;    
            5'd1: code6 = rd ? 6'b100010 : 6'b011101;
            5'd2: code6 = rd ? 6'b010010 : 6'b101101;
            5'd3: code6 = 6'b110001;
            5'd4: code6 = rd ? 6'b001010 : 6'b110101;
            5'd5: code6 = 6'b101001;
            5'd6: code6 = 6'b011001;
            5'd7: code6 = rd ? 6'b000111 : 6'b111000;
            5'd8: code6 = rd ? 6'b000110 : 6'b111001;
            5'd9: code6 = 6'b100101;
            5'd10: code6 = 6'b010101;
            5'd11: code6 = 6'b110100;
            5'd12: code6 = 6'b001101;
            5'd13: code6 = 6'b101100;
            5'd14: code6 = 6'b011100;
            5'd15: code6 = rd ? 6'b101000 : 6'b010111;
            5'd16: code6 = rd ? 6'b100100 : 6'b011011;
            5'd17: code6 = 6'b100011;
            5'd18: code6 = 6'b010011;
            5'd19: code6 = 6'b110010;
            5'd20: code6 = 6'b001011;
            5'd21: code6 = 6'b101010;
            5'd22: code6 = 6'b011010;
            5'd23: code6 = rd ? 6'b000101 : 6'b111010;
            5'd24: code6 = rd ? 6'b001100 : 6'b110011;
            5'd25: code6 = 6'b100110;
            5'd26: code6 = 6'b010110;
            5'd27: code6 = rd ? 6'b001001 : 6'b110110;
            5'd28: code6 = 6'b001110;
            5'd29: code6 = rd ? 6'b010001 : 6'b101110;
            5'd30: code6 = rd ? 6'b100001 : 6'b011110;
            5'd31: code6 = rd ? 6'b010100 : 6'b101011;
            default: code6 = 6'd0;   
        endcase
        case (data_3)      
            3'd0: code4 = rd ? 4'b0100 : 4'b1011;        
            3'd1: code4 = 4'b1001;
            3'd2: code4 = 4'b0101;
            3'd3: code4 = rd ? 4'b0011 : 4'b1100;
            3'd4: code4 = rd ? 4'b0010 : 4'b1101;
            3'd5: code4 = 4'b1010;
            3'd6: code4 = 4'b0110;
            3'd7: code4 = use_alt ? (rd ? 4'b0001 : 4'b1110) 
                                  : (rd ? 4'b1000 : 4'b0111);
            default: code4 = 4'd0;   
        endcase
    end
endmodule
`timescale 1 ns / 1 ps
	module laser_sender_v1_0  
	(
		output reg sig,
		input wire  s_axis_aclk,
		input wire  s_axis_aresetn,
		output wire  s_axis_tready,
		input wire [7 : 0] s_axis_tdata,
		input wire [0 : 0] s_axis_tkeep,
		input wire  s_axis_tlast,
		input wire  s_axis_tvalid
	);
	reg state, rd;
	reg [3:0] b10;  
	reg [7:0] data;
	wire [5:0] code6;
	wire [3:0] code4;
	wire nextrd;   
	assign s_axis_tready = b10==0 ;
	reg use_alt;
	wire [5:0] code6_data;
	wire [3:0] code4_data;
	always @ (posedge s_axis_aclk) begin
		if (b10 == 8) begin  
			if (rd == 0) begin  
				if (   ({data[4], data[3], data[2], data[1], data[0]} == 5'd17)
					|| ({data[4], data[3], data[2], data[1], data[0]} == 5'd18)
					|| ({data[4], data[3], data[2], data[1], data[0]} == 5'd20) )
					use_alt <= 1;
				else
					use_alt <= 0;
			end else begin      
				if (   ({data[4], data[3], data[2], data[1], data[0]} == 5'd11)
					|| ({data[4], data[3], data[2], data[1], data[0]} == 5'd13)
					|| ({data[4], data[3], data[2], data[1], data[0]} == 5'd14) )
					use_alt <= 1;
				else
					use_alt <= 0;
			end
		end
	end
	encoder_8b_10b enc_inst(.rd(rd), .data(data), .use_alt(use_alt), .code6(code6_data), .code4(code4_data));
	assign code6 = (state == 0) ? ({ 6{rd} }^6'b001111) : code6_data;  
	assign code4 = (state == 0) ? ({ 4{rd} }^4'b0110) : code4_data;
	assign nextrd = (b10 >= 4) ? ((^~code6)^rd) : ((^code4)^rd);
	always @ (posedge s_axis_aclk)
	begin
	   if(!s_axis_aresetn)
	       state<=0;
		else case(state)
			0: 
				if(s_axis_tready&&s_axis_tvalid)
					state<=1;
				else
					state<=0;
			1: 
				if(s_axis_tready&&!s_axis_tvalid)
					state<=0;
				else
					state<=1;
		endcase
	end
	always @ (posedge s_axis_aclk)
	begin
	   if(!s_axis_aresetn)
	       data<=0;
	   else if(s_axis_tready&&s_axis_tvalid)
	       data<=s_axis_tdata;
	   else 
	       data<=data;
	end
	always @ (posedge s_axis_aclk)
	begin
	   if(!s_axis_aresetn)
	       b10<=0;
	   else if(b10==0)
	       b10<=9;
	   else
	       b10<=b10-1;
	end
	always @ (posedge s_axis_aclk)
	begin
	   case(b10)
	   0:
	       sig<=code4[0];
	   1:
	       sig<=code4[1];
	   2:
	       sig<=code4[2];
	   3:
	       sig<=code4[3];
	   4:
	       sig<=code6[0];
	   5:
	       sig<=code6[1];
	   6:
	       sig<=code6[2];
	   7:
	       sig<=code6[3];
	   8:
	       sig<=code6[4];
	   9:
	       sig<=code6[5];
	   default:
	       sig<=0;
	   endcase
	end
	always @ (posedge s_axis_aclk)
	begin
	   if(!s_axis_aresetn)
	       rd <= 0;
	   else if (b10 == 0 || b10 == 4)
	       rd <= nextrd;
	   else
	       rd <= rd;
	end
	endmodule
### run.sh
#!/bin/bash
# OpenROAD 26Q1-2900-gdf79404cd8, Yosys 0.63+post, stock flow scripts
make -C /OpenROAD-flow-scripts/flow DESIGN_CONFIG=/design/flow/config.mk WORK_HOME=/design/flow/orfs finish
==> metrics.yaml <==
final_timing:
  rsz0062_at_grt: "false"
  post-route-period-util_pct: 53.12
  slew_violations: 0
  fin_setup_tns_ps: 0
  finalHoldViolations: 0
  slew_headroom_pct: 48.23
  fin_crit_ps: 2762
  post-route-worst-setup-slack_ps: 2438
  hold_ws_ps: 559.3
  tightestPinTransition_ps: 775.4
  max_clock_freq_mhz: 362.0
  final-setup-viol-count: 0
  finalClockSkew_ps: 1.479
cts:
  clk_root_buffer_cell: "sky130_fd_sc_hd__clkbuf_8"
  cts_tree: "done"
  clk_pin_slew_worst_paths_ps: 70
  numCtsBuffers: 3
  clkLatencyLatePin_ps: 250
  post_cts.resized_instances: 0
  clk_path_buf_depth: 2
  clock_sink_count: 16
  ctsHtreeMaxLevel: 1
  cts_post_setup_buffers_inserted: 0
  hold_buffers: 0
route:
  dr.pass1.iters: 4
  post_drt_via_cell_ratio: 4.791
  drtAntennaViolNets: 0
  detailedRoute.firstIterationViolations: 187
  antenna_cells_inserted: 0
  drc_errors: 0
  routed-via-count: 1859
  postRouteWirelength_um: 4642
  wire_per_inst_um: 11.96
yosys:
  synth_chip_area_um2: 1908
  ys_warn_count: 2
  ff_type: "sky130_fd_sc_hd__dfxtp_1"
  yosys_register_bits: 16
  yosysCellCount: 264
  netlist_instances: 264
  syn_avg_cell_area_um2: 7.228
  synth_area_um2: 1908
  synth-seq-area-share_pct: 17.31
  edf_count: 1
  ys_types: 67
  synthArstFlopShare_pct: 0
die:
  vertical_die_dimension_um: 118
  placeableCoreArea_um2: 9284
  io_pins: 15
  fp_util_pct: 20.55
  die_w_um: 118
  placementRows: 35
  die-area_um2: 13920
setup_path:
  end_kind: "output pin"
  setup_crit_path_kind: "flip-flop to output pin"
  timing.critical_path.from_type: "flip-flop"
  crit_required_ps: 4160
  critical_path_arrival_ps: 1720
  timing.critical_path.fanout_max: 8
layout:
  final_cell_count_no_fill: 388
  lay_top_count: "sky130_fd_sc_hd__nand2_1"
  most-common-layout-cells: "sky130_fd_sc_hd__nand2_1, sky130_fd_sc_hd__a21oi_1, sky130_fd_sc_hd__nor2_1, sky130_fd_sc_hd__dfxtp_1"
  area_delta_synth_final_pct: 10.75
  final_layout_size_suffix_gt1_share_pct: 5.405
  post_layout_instance_area_um2: 2113
  postLayoutCoreUtil_pct: 22.76
placement:
  port-buffer-count: 12
  pre_cts_slack_ps: 2458
  dp.cells: 384
  placed_area_um2: 2058
  dpl.hpwl_um: 3234
  place.gp.congestion: 0.9126
flow_run:
  max-cap-violations: 0
  openroad_warning_count: 31
grt:
  grt_start_max_net_pins: 35
  global_route_met2_utilization_pct: 9.336
  grt_most_used_layer: "met1"
  antenna_found_initial: 0
  global_route.usage.met1_pct: 9.666
  met3_usage_pct: 0.9237
  grt_usage_pct: 6.325
  grt_first_pass_wirelength_um: 7928
  grt.overflow.total: 0
  via_count_of_the_first_global_routing_pass: 1539
power:
  static-leakage-power_nw: 0.7107
  post-layout-total-power_mw: 0.6270
  irDropWorstVdd_v: 0.0001898
  pwr_density_cell_nw_per_um2: 296.7
status:
  result_of_the_run: "completed"
min_path:
  holdCritPathClass: "flip-flop to flip-flop"
[synth_stat cells (2+ instances only)]
master                      count  area (µm²)
sky130_fd_sc_hd__o221ai_1       4       35.03
sky130_fd_sc_hd__nor2_1        17       63.81
sky130_fd_sc_hd__nand2_1       39       146.4
sky130_fd_sc_hd__o22ai_1        2       12.51
sky130_fd_sc_hd__inv_1         12       45.04
sky130_fd_sc_hd__nand2b_1       6       37.54
sky130_fd_sc_hd__a211o_1        2       17.52
sky130_fd_sc_hd__nand3_1        4       20.02
sky130_fd_sc_hd__xor2_1         4       35.03
sky130_fd_sc_hd__a211oi_1       2       15.01
sky130_fd_sc_hd__o211ai_1       3       22.52
sky130_fd_sc_hd__nor3b_1        4       30.03
sky130_fd_sc_hd__buf_6          6       67.56
sky130_fd_sc_hd__buf_2          8       40.04
sky130_fd_sc_hd__ha_1           6       75.07
sky130_fd_sc_hd__and2_1         4       25.02
sky130_fd_sc_hd__o311ai_0       2       17.52
sky130_fd_sc_hd__and3_1         5       31.28
sky130_fd_sc_hd__dfxtp_1       15       300.3
sky130_fd_sc_hd__nand4_1        3       18.77
sky130_fd_sc_hd__buf_4          3       22.52
sky130_fd_sc_hd__nand3b_1       2       15.01
sky130_fd_sc_hd__a311oi_1       2       17.52
sky130_fd_sc_hd__o22a_1         2       17.52
sky130_fd_sc_hd__o2111ai_1      2       17.52
sky130_fd_sc_hd__o32ai_1        2       17.52
sky130_fd_sc_hd__a21oi_1       18       90.09
sky130_fd_sc_hd__clkbuf_1       6       22.52
sky130_fd_sc_hd__a31oi_1        4       25.02
sky130_fd_sc_hd__a221oi_1       2       17.52
sky130_fd_sc_hd__o21ai_0        9       45.04
sky130_fd_sc_hd__nor2b_1        7       43.79
sky130_fd_sc_hd__a21boi_0      10       75.07
sky130_fd_sc_hd__mux2i_1        5       50.05
sky130_fd_sc_hd__or3b_1         2       17.52
sky130_fd_sc_hd__nor3_1         5       25.02
sky130_fd_sc_hd__o31ai_1        2       15.01
sky130_fd_sc_hd__or2_2          2       12.51
sky130_fd_sc_hd__o21bai_1       2       15.01
sky130_fd_sc_hd__o31a_1         2       17.52
[registers in the layout (all words and copies together) (netlist names), named ones only]
signal / count
data: 8
b10: 4
rd: 1
sig: 1
use_alt: 1
[path summary, 6_finish.rpt]
path,endpoint,slack [ps],cells after the start,start
worst max-delay path,s_axis_tready,2440,5,b10[0]
worst min-delay path,b10[0],560,1,b10[0]
worst max register to register,rd,2460,9,rd
worst min register to register,b10[0],560,1,b10[0]
[critical path: stages (launching register included)]
cell and delay, ps:
sky130_fd_sc_hd__dfxtp_1 360, sky130_fd_sc_hd__inv_1 100, sky130_fd_sc_hd__ha_1 300, sky130_fd_sc_hd__nand2_1 120, sky130_fd_sc_hd__inv_1 110, sky130_fd_sc_hd__clkdlybuf4s50_1 480
[per-layer routing]
| layer | up-vias | wire, µm |
|---|---|---|
| met2 | 68 | 2076 |
| met3 | 4 | 294 |
| met4 | 0 | 55 |
| li1 | 953 | - |
| met1 | 834 | 2216 |
| met5 | - | 0 |
[kinds of logic (layout without fill, tap and decap cells)]
logic type,count (synthesis),count (layout),synth area share (%)
buffers and inverters,38,33,11.02
flip-flops,16,16,17.31
adder cells (fa/ha/maj),6,6,3.934
AND-OR/OR-AND,86,86,32.59
AND/OR/NAND/NOR,106,106,28.20
XOR/XNOR,6,6,3.148
multiplexers,6,6,3.803
[layout make-up]
class                   instances  area [µm²]
repair buffers                 16       150.1
flip-flops and latches         16       330.3
inverters                      13       48.80
well taps                     129       161.4
fillers                      1054        7171
multi-input cells             210        1368
clock buffers                   4       55.05
[report_power, final]
group	total (mW)	leakage [nW]	internal [mW]	switching, mW
logic	0.330	0.549	0.141	0.189
registers	0.185	0.133	0.147	0.0377
clock network	0.112	0.0288	0.0672	0.0452
total	0.627	0.711	0.355	0.272
No activity file was given, so power comes from the tool's default toggle rates.
